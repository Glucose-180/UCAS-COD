--- flow/run.sh ---
#!/bin/bash
# OpenROAD 26Q1-2900-gdf79404cd8, Yosys 0.63+post, stock flow scripts
make -C /OpenROAD-flow-scripts/flow DESIGN_CONFIG=/design/flow/config.mk WORK_HOME=/design/flow/orfs finish
--- flow/config.mk ---
export PLATFORM = sky130hd
export DESIGN_NAME = multiplier
export DESIGN_NICKNAME = multiplier
export VERILOG_FILES = /design/flow/design.v
export SDC_FILE = /design/flow/constraint.sdc
export NUM_CORES = 4
export LEC_CHECK = 1
export CORE_UTILIZATION = 40
--- flow/constraint.sdc ---
current_design multiplier

set clk_period 12.9
set clk_io_pct 0.2

create_clock -name clk0 -period $clk_period

set non_clock_inputs [all_inputs -no_clocks]
set_input_delay [expr $clk_period * $clk_io_pct] -clock clk0 $non_clock_inputs
set_output_delay [expr $clk_period * $clk_io_pct] -clock clk0 [all_outputs]
--- flow/design.v ---
module multiplier (
    input [31:0] A,
    input [31:0] B,
    output [31:0] P
);
    wire [31:0] S0 [31:0];
    wire [31:0] S1 [15:0];
    wire [31:0] S2 [7:0];
    wire [31:0] S3 [3:0];
    wire [31:0] S4 [1:0];
    wire [31:0] S5;
    assign S0[0] = (B[0] ? A : 32'd0);
    assign S0[1] = { (B[1] ? A[30:0] : 31'd0),1'd0 };
    assign S0[2] = { (B[2] ? A[29:0] : 30'd0),2'd0 };
    assign S0[3] = { (B[3] ? A[28:0] : 29'd0),3'd0 };
    assign S0[4] = { (B[4] ? A[27:0] : 28'd0),4'd0 };
    assign S0[5] = { (B[5] ? A[26:0] : 27'd0),5'd0 };
    assign S0[6] = { (B[6] ? A[25:0] : 26'd0),6'd0 };
    assign S0[7] = { (B[7] ? A[24:0] : 25'd0),7'd0 };
    assign S0[8] = { (B[8] ? A[23:0] : 24'd0),8'd0 };
    assign S0[9] = { (B[9] ? A[22:0] : 23'd0),9'd0 };
    assign S0[10] = { (B[10] ? A[21:0] : 22'd0),10'd0 };
    assign S0[11] = { (B[11] ? A[20:0] : 21'd0),11'd0 };
    assign S0[12] = { (B[12] ? A[19:0] : 20'd0),12'd0 };
    assign S0[13] = { (B[13] ? A[18:0] : 19'd0),13'd0 };
    assign S0[14] = { (B[14] ? A[17:0] : 18'd0),14'd0 };
    assign S0[15] = { (B[15] ? A[16:0] : 17'd0),15'd0 };
    assign S0[16] = { (B[16] ? A[15:0] : 16'd0),16'd0 };
    assign S0[17] = { (B[17] ? A[14:0] : 15'd0),17'd0 };
    assign S0[18] = { (B[18] ? A[13:0] : 14'd0),18'd0 };
    assign S0[19] = { (B[19] ? A[12:0] : 13'd0),19'd0 };
    assign S0[20] = { (B[20] ? A[11:0] : 12'd0),20'd0 };
    assign S0[21] = { (B[21] ? A[10:0] : 11'd0),21'd0 };
    assign S0[22] = { (B[22] ? A[9:0] : 10'd0),22'd0 };
    assign S0[23] = { (B[23] ? A[8:0] : 9'd0),23'd0 };
    assign S0[24] = { (B[24] ? A[7:0] : 8'd0),24'd0 };
    assign S0[25] = { (B[25] ? A[6:0] : 7'd0),25'd0 };
    assign S0[26] = { (B[26] ? A[5:0] : 6'd0),26'd0 };
    assign S0[27] = { (B[27] ? A[4:0] : 5'd0),27'd0 };
    assign S0[28] = { (B[28] ? A[3:0] : 4'd0),28'd0 };
    assign S0[29] = { (B[29] ? A[2:0] : 3'd0),29'd0 };
    assign S0[30] = { (B[30] ? A[1:0] : 2'd0),30'd0 };
    assign S0[31] = { (B[31] ? A[0] : 1'd0),31'd0 };
    assign S1[0] = S0[0] + S0[1];
    assign S1[1] = S0[2] + S0[3];
    assign S1[2] = S0[4] + S0[5];
    assign S1[3] = S0[6] + S0[7];
    assign S1[4] = S0[8] + S0[9];
    assign S1[5] = S0[10] + S0[11];
    assign S1[6] = S0[12] + S0[13];
    assign S1[7] = S0[14] + S0[15];
    assign S1[8] = S0[16] + S0[17];
    assign S1[9] = S0[18] + S0[19];
    assign S1[10] = S0[20] + S0[21];
    assign S1[11] = S0[22] + S0[23];
    assign S1[12] = S0[24] + S0[25];
    assign S1[13] = S0[26] + S0[27];
    assign S1[14] = S0[28] + S0[29];
    assign S1[15] = S0[30] + S0[31];
    assign S2[0] = S1[0] + S1[1];
    assign S2[1] = S1[2] + S1[3];
    assign S2[2] = S1[4] + S1[5];
    assign S2[3] = S1[6] + S1[7];
    assign S2[4] = S1[8] + S1[9];
    assign S2[5] = S1[10] + S1[11];
    assign S2[6] = S1[12] + S1[13];
    assign S2[7] = S1[14] + S1[15];
    assign S3[0] = S2[0] + S2[1];
    assign S3[1] = S2[2] + S2[3];
    assign S3[2] = S2[4] + S2[5];
    assign S3[3] = S2[6] + S2[7];
    assign S4[0] = S3[0] + S3[1];
    assign S4[1] = S3[2] + S3[3];
    assign S5 = S4[0] + S4[1];
    assign P = S5;
endmodule
==> impl_metrics.csv <==
group,metric,value,unit
placement,gp_congestion,0.906,
worst_setup_path,critPathKind,"in -> out",
floorplan,fp.dieW,198,um
global_routing,antenna_found_initial,0,
floorplan,core.rowCount,71,
sta,slew_violations,0,
worst_setup_path,start_kind,"primary input",
cts,cts_setup_buffers,0,
placement,hpwl,32100,um
finish,n_clock_buffer,0,
detailed_routing,ant_nets,0,
detailed_routing,drtIter0Drc,352,
synth,synthTopLogicFamily,"adder cells",
synth,postSynthCellCount,1719,
sta,hold_violations,0,
cts,ctsHoldBuffers,0,
synth,postSynthSeqShare,0,%
worst_setup_path,critPathMaxFanout,10,
synth,ys_sh_aoi,2.40,%
synth,yosysCellCount,1719,
global_routing,grt_pass1_wl,63100,um
detailed_routing,wl,37900,um
floorplan,design.core.area,37700,sq um
sta,tightest_slew,0.651,ns
global_routing,track_usage,22.4,%
worst_setup_path,cp.arrival,9.90,ns
synth,yosys.cell_types.count,40,
synth,xor_share,4.66,%
job,warnings,32,
sta,relSlewSlack,56.5,%
synth,mux_area_share,0,%
job,drv_cap,0,
finish,area_delta_synth_final,11.5,%
floorplan,io_pins,96,
detailed_routing,n_antenna_cell,0,
run_status,status,"finished, final reports clean",
floorplan,chipArea,39000,sq um
finish,layout_top_cell,"fa_1",
hold_path,worstHoldPathType,"in -> out",
detailed_routing,routed-via-count,10900,
synth,yosys_area,15300,sq um
sta,setup_viol,0,
detailed_routing,drcViolationCount,0,
cts,cts-resized-gates,0,
sta,fin_crit_sh,96.8,%
synth,synthAdderAreaFrac,63.7,%
finish,seq_cell_count,0,
synth,synthSimpleGateAreaFrac,17.0,%
global_routing,grt_pass1_vias,12100,
synth,yosysWarnings,1,
finish,seq_area,0,sq um
detailed_routing,first_pass_iters,5,
floorplan,initial_core_util,40.6,%
sta,rsz0062_at_grt,"false",
global_routing,overflow,0,
worst_setup_path,cp.required,10.32,ns
placement,io_buffers,96,
sta,period_minus_slack,12.48,ns
sta,finalSetupTns,0,ns
detailed_routing,avgRoutedWirePerCell,16.5,um
global_routing,grt_start_max_net_pins,33,
sta,fmax,0.0801,GHz
worst_setup_path,end_kind,"output port",
detailed_routing,viasPerCell,4.76,
floorplan,die_h,198,um
finish,drive_gt1_share,3.70,%
synth,post_synth.cell_area_avg,8.90,sq um
synth,syn_area,15300,sq um
finish,layout_top_cells,"fa_1, inv_1, nand2_1, and2_1, ha_1",
==> worst max-delay path, stage by stage <==
cell	delay, ns
clkdlybuf4s50_1	0.80
buf_4	0.29
nand2_1	0.08
fa_1	0.52
inv_1	0.06
fa_1	0.45
fa_1	0.49
fa_1	0.57
fa_1	0.43
fa_1	0.50
inv_1	0.05
fa_1	0.47
inv_1	0.04
ha_1	0.27
ha_1	0.37
a21o_1	0.21
a211oi_1	0.34
o2bb2ai_1	0.19
o21ai_1	0.13
a31o_2	0.26
a21oi_1	0.18
xnor2_1	0.14
clkdlybuf4s50_1	0.48
==> Yosys cell counts, types with 2 or more instances <==
cell type | number | area [sq um]
a21oi_1 | 15 | 75.1
xor2_1 | 21 | 184
nand2_1 | 351 | 1320
nand3_1 | 2 | 10.0
ha_1 | 117 | 1460
clkbuf_1 | 80 | 300
nor2b_1 | 3 | 18.8
a211oi_1 | 3 | 22.5
nand4_1 | 3 | 18.8
and2_1 | 181 | 1130
inv_1 | 405 | 1520
buf_2 | 7 | 35.0
xnor2_1 | 56 | 490
o21a_1 | 2 | 15.0
a21o_1 | 13 | 97.6
o21ai_1 | 2 | 10.0
buf_1 | 2 | 7.51
nand2_2 | 2 | 12.5
o21ai_0 | 6 | 30.0
nand2b_1 | 2 | 12.5
fa_1 | 414 | 8290
o21bai_1 | 3 | 22.5
and3_1 | 3 | 18.8
nor2_1 | 8 | 30.0
a31oi_1 | 2 | 12.5
o211ai_1 | 2 | 15.0
==> routing by layer <==
layer | vias to the layer above | global-route usage [%] | wire [um]
li1 | 5013 | - | -
met1 | 5428 | 32.1 | 15600
met2 | 443 | 33.5 | 17200
met3 | 39 | 10.4 | 4470
met4 | 0 | 3.33 | 676
met5 | - | 0 | 0
==> stage by stage <==
| stage | setup WS (ns) | hold WS [ns] | util (%) | instances | instance area (sq um) |
|---|---|---|---|---|---|
| finish | 0.417 | 6.37 | 45.3 | 2296 | 17100 |
| global route | 0.00630 | 6.43 | 45.3 | 2296 | 17100 |
| global placement | 0.471 | 6.38 | 45.3 | 2296 | 17100 |
| detailed placement | 0.382 | 6.37 | 45.3 | 2296 | 17100 |
| CTS | 0.372 | 6.38 | 45.3 | 2296 | 17100 |
| floorplan | 1.72 | 5.24 | - | 1719 | 15300 |
==> cell type report <==
type                            instances  area, sq um
Timing Repair Buffer                  155         1470
Fill cell                            3676        20600
Tap cell                              511          639
Inverter                              405         1520
Multi-Input combinational cell       1225        13400
==> kinds of logic (layout without fill, tap and decap cells) <==
family	after synthesis	in the layout
and+or+nand+nor	560	560
adders and majority gates	531	531
buffers and inverters	494	560
AOI/OAI and AO/OA	55	55
xor gates and xnor gates	79	79
==> final timing paths <==
kind	from	endpoint	cells past startpoint
min	B[0]	P[0]	4
max	B[9]	P[29]	23
