==> design/flow/config.mk <==
export PLATFORM = sky130hd
export DESIGN_NAME = simple_cpu
export DESIGN_NICKNAME = simple_cpu
export VERILOG_FILES = /design/flow/design.v
export SDC_FILE = /design/flow/constraint.sdc
export NUM_CORES = 4
export LEC_CHECK = 1
export CORE_UTILIZATION = 40
==> design/flow/constraint.sdc <==
current_design simple_cpu

set clk_period 28.2
set clk_io_pct 0.2

create_clock -name clk0 -period $clk_period [get_ports {clk}]

set non_clock_inputs [all_inputs -no_clocks]
set_input_delay [expr $clk_period * $clk_io_pct] -clock clk0 $non_clock_inputs
set_output_delay [expr $clk_period * $clk_io_pct] -clock clk0 [all_outputs]
==> design/flow/design.v <==
`timescale 10 ns / 1 ns
module alu(
	input  [32 - 1:0]  A,
	input  [32 - 1:0]  B,
	input  [              2:0]  ALUop,
	output                      Overflow,
	output                      CarryOut,
	output                      Zero,
	output [32 - 1:0]  Result
);
	parameter AND = 3'b000, OR = 3'b001, ADD = 3'b010, SUB = 3'b110, SLT = 3'b111;
	wire [32 - 1:0] A_switched, B_switched, res_sum, res_and, res_or;
	wire cin, cout;
	wire A_sign, B_sign, sum_sign;   
	b32_adder ALU_adder (
		.A(A_switched), .B(B_switched), .cin(cin), .cout(cout), .S(res_sum)
	);
	assign Zero = ~|Result;
	assign A_switched = (ALUop == SLT ? { ~A_sign,A[32 - 2:0] } : A);   
	assign B_switched = (ALUop == SUB ? ~B : (ALUop == SLT ? ~{ ~B_sign,B[32 - 2:0] } : B));
	assign cin = (ALUop == SUB || ALUop == SLT ? 1'b1 : 1'b0);
	assign res_and = A & B;
	assign res_or = A | B;
	assign A_sign = A[32 - 1];
	assign B_sign = B[32 - 1];
	assign sum_sign = res_sum[32 - 1];
	assign Overflow = (A_switched[32 - 1] == B_switched[32 - 1] && A_switched[32 - 1] != sum_sign);
	assign CarryOut = (ALUop == ADD && cout == 1'b1) || (ALUop == SUB && cout == 1'b0);
	assign Result = (
		ALUop == AND ? res_and : (
		ALUop == OR ? res_or : (
		ALUop == ADD || ALUop == SUB ? res_sum : (
		ALUop == SLT ? { 31'd0,~cout } : 32'd0
	))));
endmodule
module b32_adder(
	input	[32 - 1:0]	A,
	input	[32 - 1:0]	B,
	input						cin,
	output						cout,
	output	[32 - 1:0] S
);
	assign { cout,S } = A + B + cin;
endmodule
`timescale 10 ns / 1 ns
module reg_file(
	input                       clk,
	input  [5 - 1:0]  waddr,
	input  [5 - 1:0]  raddr1,
	input  [5 - 1:0]  raddr2,
	input                       wen,
	input  [32 - 1:0]  wdata,
	output [32 - 1:0]  rdata1,
	output [32 - 1:0]  rdata2
);
	reg [32 - 1:0] rf [31:0];
	always @ (posedge clk) begin
		if (wen != 0 && waddr != 0)
			rf[waddr] <= wdata;
	end
	assign rdata1 = (raddr1 == 0 ? 32'd0 : rf[raddr1]);
	assign rdata2 = (raddr2 == 0 ? 32'd0 : rf[raddr2]);
endmodule
`timescale 10 ns / 1 ns
module shifter (
	input wire signed [32 - 1:0] A,
	input  [              4:0] B,
	input  [              1:0] Shiftop,
	output [32 - 1:0] Result
);
	parameter LL = 2'b00, RL = 2'b10, RA = 2'b11;
	assign Result = (
		$signed({32{Shiftop == LL}}) & (A << B) |
		$signed({32{Shiftop == RL}}) & (A >> B) |
		$signed({32{Shiftop == RA}}) & (A >>> B)
	);
endmodule
`timescale 10ns / 1ns
module simple_cpu(
	input             clk,
	input             rst,
	output reg [31:0]     PC,
	input  [31:0]     Instruction,
	output [31:0]     Address,
	output            MemWrite,
	output [31:0]     Write_data,
	output [ 3:0]     Write_strb,
	input  [31:0]     Read_data,
	output            MemRead
);
	wire			RF_wen;
	wire [4:0]		RF_waddr;
	wire [31:0]		RF_wdata;
	wire [31:0] RF_rdata1, RF_rdata2;
	wire [31:0] RF_wdata_ItypeR;	 
	wire [7:0] LoadB;
	wire [15:0] LoadH;
	wire [31:0] LoadWL, LoadWR;		 
	wire [31:0] StoreWL, StoreWR;	 
	reg [31:0] IR;		 
	wire [31:0] SE16, ZE16;	 
	wire [5:0] opcode, func;
	wire NOP, Rtype, REGIMM, Jtype, Itype_branch, Itype_calc, Itype_r, Itype_w;
	wire [31:0] ALU_A, ALU_A_ex, ALU_B, ALU_B_ex, ALU_res;
	wire [2:0] ALUop, ALUop_ex;
	wire ALU_OF, ALU_CF, ALU_ZF;
	wire RegDst, RF2ALU_B;
	wire [4:0] SFT_B;
	wire [1:0] SFTop;
	wire [31:0] SFT_res;
	reg [31:0] RF_wbuf;	 
	reg BF;			 
	reg [5:0] current_state, next_state;
	reg_file REG (
		.clk(clk), .waddr(RF_waddr), .wen(RF_wen), .wdata(RF_wdata),
		.raddr1(IR[25:21]), .raddr2(IR[20:16]), .rdata1(RF_rdata1), .rdata2(RF_rdata2)
	);
	alu ALU (
		.A(ALU_A), .B(ALU_B), .ALUop(ALUop), .Overflow(ALU_OF), .CarryOut(ALU_CF), .Zero(ALU_ZF), .Result(ALU_res)
	);
	shifter SFT (
		.A(RF_rdata2), .B(SFT_B), .Shiftop(SFTop), .Result(SFT_res)
	);
	parameter ALU_AND = 3'b000, ALU_OR = 3'b001, ALU_ADD = 3'b010, ALU_SUB = 3'b110, ALU_SLT = 3'b111, ALU_XOR = 3'b100, ALU_NOR = 3'b101, ALU_SLTU = 3'b011;
	parameter OC_addiu = 6'b001001, OC_lui = 6'b001111, OC_andi = 6'b001100, OC_ori = 6'b001101, OC_xori = 6'b001110, OC_slti = 6'b001010, OC_sltiu = 6'b001011, OC_j = 6'b000010, OC_jal = 6'b000011;
	parameter FC_addu = 6'b100001, FC_subu = 6'b100011, FC_and = 6'b100100, FC_or = 6'b100101, FC_xor = 6'b100110, FC_nor = 6'b100111, FC_slt = 6'b101010, FC_sltu = 6'b101011, FC_jr = 6'b001000, FC_jalr = 6'b001001;
	parameter s_IF = 5'b00001, s_ID = 5'b00010, s_EX = 5'b00100, s_MA = 5'b01000, s_WB = 5'b10000;
	assign SE16 = { {16{IR[15]}},IR[15:0] };
	assign ZE16 = { 16'd0,IR[15:0] };
	assign opcode = IR[31:26];
	assign func = IR[5:0];
	always @ (posedge clk)
		if (rst != 0)
			current_state <= s_IF;
		else
			current_state <= next_state;
	always @ (*) begin
		case (current_state)
		s_IF:
			next_state = s_ID;
		s_ID:
			if (NOP)
				next_state = s_IF;
			else
				next_state = s_EX;
		s_EX:
			if (REGIMM || Itype_branch || opcode == OC_j)
				next_state = s_IF;
			else if (Rtype || Itype_calc || opcode == OC_jal)
				next_state = s_WB;
			else	 
				next_state = s_MA;
		s_MA:
			if (Itype_r)
				next_state = s_WB;
			else	 
				next_state = s_IF;
		default:	 
			next_state = s_IF;
		endcase
	end
	always @ (posedge clk) begin
		if (rst != 0)
			PC <= 32'd0;
		else if (current_state == s_IF)
			PC <= ALU_res;	 
		else if (current_state == s_EX) begin
			if (Rtype && (func == FC_jr || func == FC_jalr))
				PC <= RF_rdata1;
			else if (BF)
				PC <= ALU_res;
			else if (Jtype)
				PC <= { PC[31:28],IR[25:0],2'b00 };	 
		end
	end
	always @ (posedge clk) begin
		if (current_state == s_IF && rst == 0)
			IR <= Instruction;
	end
	always @ (posedge clk) begin
		if (current_state == s_EX) begin
			if (Rtype && func[5] == 1 || Itype_calc || Itype_r || Itype_w)
				RF_wbuf <= ALU_res;
			else if (Rtype && func[5:3] == 3'b000)
				RF_wbuf <= SFT_res;
			else if (Rtype && (func == FC_jr || func == FC_jalr))
				RF_wbuf <= ALU_res;
			else if (Rtype && { func[5:3],func[1] } == 4'b0011)
				RF_wbuf <= RF_rdata1;
			else if (Jtype || Itype_r || Itype_w)
				RF_wbuf <= ALU_res;
		end
		else if (current_state == s_MA)
			if (Itype_r)
				RF_wbuf <= RF_wdata_ItypeR;
	end
	always @ (posedge clk) begin
		if (rst != 0)
			BF <= 0;
		else if (current_state == s_ID)
			BF <= ((REGIMM && (IR[16] ^ RF_rdata1[31])) ||
			(Itype_branch && opcode[1] == 1'b0 && (ALU_ZF ^ opcode[0])) ||
			Itype_branch && opcode[1] == 1'b1 && (opcode[0] ^ (ALU_res[31] || ALU_ZF)));
		else if (current_state == s_EX && BF)
			BF <= 0;
	end
	assign ALU_A = (
		{32{current_state == s_IF}} & PC |
		{32{current_state == s_ID}} & RF_rdata1 |
		{32{current_state == s_EX}} & ALU_A_ex
	);
	assign ALU_B = (
		{32{current_state == s_IF}} & 32'd4 |
		{32{current_state == s_ID}} & RF_rdata2 |
		{32{current_state == s_EX}} & ALU_B_ex
	);
	assign ALUop = (
		{3{current_state == s_IF}} & ALU_ADD |
		{3{current_state == s_ID}} & ALU_SUB |
		{3{current_state == s_EX}} & ALUop_ex
	);
	assign RF_wen = (current_state == s_WB && (!Rtype || Rtype && (func != FC_jr && func[5:1] != 5'b00101 || func[5:1] == 5'b00101 && (|RF_rdata2) == func[0])));	 
	assign NOP = (IR == 32'd0);
	assign Rtype = (opcode == 6'b000000 && NOP == 0);
	assign REGIMM = (opcode == 6'b000001);
	assign Jtype = (opcode[5:1] == 5'b00001);
	assign Itype_branch = (opcode[5:2] == 4'b0001);
	assign Itype_calc = (opcode[5:3] == 3'b001);
	assign Itype_r = (opcode[5:3] == 3'b100);
	assign Itype_w = (opcode[5:3] == 3'b101);
	assign RegDst = ~(Itype_calc || Itype_r || Itype_w);
	assign MemRead = (current_state == s_MA && Itype_r);
	assign MemWrite = (current_state == s_MA && Itype_w);
	assign RF2ALU_B = (Rtype && func[5] == 1);	 
	assign RF_waddr = (Jtype ? 5'd31 : ({5{RegDst}} & IR[15:11] | ~{5{RegDst}} & IR[20:16]));
	assign RF_wdata = RF_wbuf;
	assign RF_wdata_ItypeR = (
		{32{opcode[1:0] == 2'b00}} & { (opcode[2] ? 24'd0 : {24{LoadB[7]}}),LoadB } |
		{32{opcode[1:0] == 2'b01}} & { (opcode[2] ? 16'd0 : {16{LoadH[15]}}),LoadH } |
		{32{opcode[1:0] == 2'b11}} & Read_data |
		{32{opcode[1:0] == 2'b10}} & (opcode[2] ? LoadWR : LoadWL)
	);
	assign LoadB = Read_data[{ RF_wbuf[1:0],3'd0 } +: 8];
	assign LoadH = Read_data[{ RF_wbuf[1],4'd0 } +: 16];
	assign LoadWL = (
		{32{RF_wbuf[1:0] == 2'b00}} & { Read_data[7:0],RF_rdata2[23:0] } |
		{32{RF_wbuf[1:0] == 2'b01}} & { Read_data[15:0],RF_rdata2[15:0] } |
		{32{RF_wbuf[1:0] == 2'b10}} & { Read_data[23:0],RF_rdata2[7:0] } |
		{32{RF_wbuf[1:0] == 2'b11}} & Read_data
	);
	assign LoadWR = (
		{32{RF_wbuf[1:0] == 2'b00}} & Read_data |
		{32{RF_wbuf[1:0] == 2'b01}} & { RF_rdata2[31:24],Read_data[31:8] } |
		{32{RF_wbuf[1:0] == 2'b10}} & { RF_rdata2[31:16],Read_data[31:16] } |
		{32{RF_wbuf[1:0] == 2'b11}} & { RF_rdata2[31:8],Read_data[31:24] }
	);
	assign ALU_A_ex = (Rtype && (func == FC_jr || func == FC_jalr) || REGIMM || Itype_branch || Jtype ? PC : RF_rdata1);
	assign ALU_B_ex = (RF2ALU_B ? RF_rdata2 : (	 
		{32{Rtype && (func == FC_jr || func == FC_jalr) || Jtype}} & 32'd4 |
		{32{Itype_r || Itype_w || opcode == OC_addiu || opcode == OC_slti || opcode == OC_sltiu}} & SE16 |
		{32{opcode == OC_andi || opcode == OC_ori || opcode == OC_xori}} & ZE16 |
		{32{opcode == OC_lui}} & (ZE16 << 16) |
		{32{REGIMM || Itype_branch}} & (SE16 << 2)
	));
	assign ALUop_ex = (
		{3{Rtype && func == FC_addu || opcode == OC_addiu || Itype_r || Itype_w || Rtype && (func == FC_jr || func == FC_jalr) || Jtype || REGIMM || Itype_branch}} & ALU_ADD |
		{3{Rtype && func == FC_subu}} & ALU_SUB |
		{3{Rtype && func == FC_and || opcode == OC_andi}} & ALU_AND |
		{3{Rtype && func == FC_or || opcode == OC_ori || opcode == OC_lui}} & ALU_OR |
		{3{Rtype && func == FC_xor || opcode == OC_xori}} & ALU_XOR |
		{3{Rtype && func == FC_nor}} & ALU_NOR |
		{3{Rtype && func == FC_slt || opcode == OC_slti}} & ALU_SLT |
		{3{Rtype && func == FC_sltu || opcode == OC_sltiu}} & ALU_SLTU
	);
	assign SFT_B = {5{Rtype && func[5:2] == 4'b0000}} & IR[10:6] | {5{Rtype && func[5:2] == 4'b0001}} & RF_rdata1[4:0];
	assign SFTop = func[1:0];
	assign Address = { RF_wbuf[31:2],2'b0 };
	assign Write_data = {
		{32{opcode[1] == 0}} & (RF_rdata2 << { RF_wbuf[1:0],3'd0 }) |
		{32{opcode[1:0] == 2'b11}} & RF_rdata2 |
		{32{opcode[1:0] == 2'b10}} & (opcode[2] ? StoreWR : StoreWL)
	};
	assign StoreWL = (
		{32{RF_wbuf[1:0] == 2'b00}} & { 24'd0,RF_rdata2[31:24] } |
		{32{RF_wbuf[1:0] == 2'b01}} & { 16'd0,RF_rdata2[31:16] } |
		{32{RF_wbuf[1:0] == 2'b10}} & { 8'd0,RF_rdata2[31:8] } |
		{32{RF_wbuf[1:0] == 2'b11}} & RF_rdata2
	);
	assign StoreWR = (
		{32{RF_wbuf[1:0] == 2'b00}} & RF_rdata2 |
		{32{RF_wbuf[1:0] == 2'b01}} & { RF_rdata2[23:0],8'd0 } |
		{32{RF_wbuf[1:0] == 2'b10}} & { RF_rdata2[15:0],16'd0 } |
		{32{RF_wbuf[1:0] == 2'b11}} & { RF_rdata2[7:0],24'd0 }
	);
	assign Write_strb = (
		{4{opcode[1:0] == 2'b00}} & (4'd1 << RF_wbuf[1:0]) |
		{4{opcode[1:0] == 2'b01}} & (4'd3 << RF_wbuf[1:0]) |
		{4{opcode[1:0] == 2'b11}} & 4'd15 |
		{4{opcode[1:0] == 2'b10}} & (opcode[2] ? (4'd15 << RF_wbuf[1:0]) : ~(4'd14 << RF_wbuf[1:0]))
	);
endmodule
==> design/flow/run.sh <==
#!/bin/bash
# OpenROAD 26Q1-2900-gdf79404cd8, Yosys 0.63+post, stock flow scripts
make -C /OpenROAD-flow-scripts/flow DESIGN_CONFIG=/design/flow/config.mk WORK_HOME=/design/flow/orfs finish
==> flow_summary_export.csv <==
group,metric,value,unit
worst_setup_path,worstPathMaxFanout,35,
worst_setup_path,max_stage_delay,770,ps
worst_setup_path,endpoint_kind,"primary output",
power,power.density,60.2,mW/mm^2
timing,relSlewSlack,0.272,
synth,post-synth-top-area-fraction,0.495,
cts,postCtsSetupBuffers,0,
worst_setup_path,worst_path_max_delay_cell,"nand3_1",
route,postRouteAntennaNets,0,
synth,syn-cell-area,0.0660,mm^2
synth,ff_type,"edfxtp_1",
worst_hold_path,worstHoldEndpoint,"PC[5]",
timing,finalSetupTns,0,ps
synth,top_cell,"edfxtp_1",
synth,yosys_warnings,2,
cts,clk_latency,820,ps
route,drt_wl_total,287000,um
route,vias_per_cell,6.82,
synth,ys_top_cells_by_area,"edfxtp_1, mux4_2, mux2i_1",
cts,cts_resized,0,
timing,clock_skew,122,ps
synth,ys_cells,4900,
synth,numSynthFlops,1136,
finish,nFillCells,14300,
timing,fmax,78.6,MHz
power,p_leak,25.0,nW
route,vias,50300,
worst_hold_path,hold_depth,2,
floorplan,fp_util,0.404,
power,ir_worst_vdd,0.0530,mV
floorplan,core_area,0.163,mm^2
worst_setup_path,path_buffers,4,
synth,edf_count,1088,
cts,cts-root-buf,"clkbuf_16",
worst_setup_path,startpoint_type,"register",
synth,yosys-top-cells-count,"edfxtp_1, mux4_2, mux2i_1",
synth,synthDistinctLibCells,124,
synth,yosys_area,0.0660,mm^2
worst_setup_path,r2r-end,"BF",
cts,h-tree-depth,3,
floorplan,die_h,408,um
synth,postSynthAreaPerCell,13.5,um^2
run,warnings,31,
route,wl_per_cell,39.0,um
worst_setup_path,required,22560,ps
grt,grt_pass1_wl,399000,um
timing,hold_viol,0,
grt,overflow,0,
worst_hold_path,min-delay-start,"PC[5]",
route,drc_errors,0,
placed_design,dpl-instance-area,0.0705,mm^2
placed_design,port_buffers,165,
placed_design,gp_congestion,1.07,
grt,grt_usage,0.368,
worst_hold_path,hold_class,"reg2reg",
cts,hold_buffers,0,
worst_setup_path,r2r_setup_slack,18870,ps
worst_setup_path,reg2regPathDepth,22,
timing,finalSetupViolations,0,
grt,grt_pass1_vias,51700,
worst_setup_path,crit_family,"buffers and inverters",
worst_setup_path,worstPathCellList,"buf_4 -> buf_4 -> buf_4 -> mux4_2 -> a22o_1 -> a221oi_1 -> nand3_1 -> nand2_1 -> nor2_1 -> a211oi_1 -> a2bb2oi_1 -> o221ai_1 -> clkdlybuf4s50_1",
floorplan,fp.dieW,408,um
placed_design,hpwl,192000,um
run,cap_violations,0,
synth,yosys.area.top_type,"edfxtp_1",
cts,cts_buffers,119,
grt,antenna_found_initial,15,
status,outcome,"finished, final reports clean",
worst_setup_path,worstSetupPathType,"reg2out",
synth,synthCells,4900,
cts,ctsLongestPathBuffers,3,
synth,async_flop_share,0,
timing,rsz0062_at_grt,"false",
cts,clk_pin_slew_worst_paths,60,ps
timing,slew_viol_final,0,
cts,numClockSinks,1136,
finish,fin_util,0.455,
route,drt_pass1_iterations,10,
grt,grt_max_degree,73,
worst_setup_path,crit_arrival,7090,ps
synth,ys_seq_share,0.510,
cts,cts_tree,"done",
finish,area_growth,12.7,%
route,drtIter0Drc,5531,
floorplan,rows,148,
timing,post-route-period-util,0.451,
timing,fin_crit,12730,ps
floorplan,fp.dieArea,0.167,mm^2
worst_setup_path,path_common_cell,"buf_4",
floorplan,io_pins,168,
timing,worst-slew-pin-transition,1080,ps
finish,drive_gt1_frac,0.211,
finish,final_cell_area,0.0744,mm^2
==> state kept, by name, summed over array words and instances, names as in the netlist, named ones only <==
signal,flops
PC,32
BF,1
REG.rf,1024
RF_wbuf,32
IR,32
current_state,5
==> report_power, final <==
part           total [mW]  switching [mW]  internal [mW]
Sequential           1.89          0.0269           1.86
Clock                1.54           0.687          0.848
Combinational        1.05           0.689          0.365
Total                4.48            1.40           3.07
==> per-layer routing <==
layer  GRT usage  vias up  part of all wire
met1       0.417    24500              0.31
met5      0.0848        -            0.0059
met3       0.261      991              0.18
met4       0.208       40             0.076
met2       0.505     4217              0.43
li1            -    20500                 -
==> through the flow <==
stage          setup slack (ps)  hold slack (ps)  cells  power (mW)
2_1_floorplan             19500              432   4933        2.50
3_3_place_gp              16630              522   7133        2.93
3_5_place_dp              16570              523   7133        2.93
4_1_cts                   15720              531   7359        4.45
5_1_grt                   15270              542   7362        4.58
6_report                  15470              526   7367        4.48
==> cells by family after synthesis <==
logic type	synth area share
AND/OR/NAND/NOR	0.0733
multiplexers	0.220
flip-flops	0.510
XOR/XNOR	0.00717
other	0.0000568
AND-OR/OR-AND	0.136
adder cells (fa/ha/maj)	0.00950
buffers and inverters	0.0445
==> placed cells by master, fill, tap and decap left out, types with 25 or more instances in the layout <==
master           count
a211oi_1            47
a21oi_1            208
a221o_1             27
a221oi_1            75
a22o_1              42
a22oi_1            196
a31oi_1             46
and2_1              33
buf_4              326
clkbuf_1            25
clkbuf_16          119
clkdlybuf4s50_1    165
clkinv_1            32
clkinv_2            28
conb_1              34
dfxtp_1             38
edfxtp_1          1088
ha_1                32
inv_1               47
mux2_2              59
mux2i_1            361
mux4_1              55
mux4_2             377
nand2_1            303
nand3_1             98
nand4_1             34
nor2_1             241
nor3_1              62
nor3_2              33
o211ai_1            28
o21ai_0            173
o221ai_1            56
o22ai_1             98
xnor2_1             34
==> worst max path at each step <==
stage                 startpoint  slack [ps]  depth (start not counted)             end
after global routing    register       15270                         13  Write_data[25]
after CTS               register       15720                         13  Write_data[25]
final                   register       15470                         13  Write_data[25]
==> worst register-to-register path, cell delays in order (launching register included) <==
cell and delay [ps]:
dfxtp_4 610, buf_4 530, buf_4 670, buf_4 580
mux4_2 600, a22o_1 250, a221oi_1 400, nand3_1 770
a21oi_1 900, xnor2_1 150, ha_1 410, o21a_1 150
nor3_1 40, nor4_1 350, o31ai_1 190, a31o_2 280
xnor2_1 140, a2bb2oi_1 790, and4b_1 310, nand4_1 210
nor4_2 490, mux2i_1 240, nand2_1 60
==> final cells by class <==
type / count / area (um^2) / area share
antenna: 8 / 20.0 / 0.000269
clock buffer: 146 / 3100 / 0.0417
clock inverter: 80 / 703 / 0.00946
inverter: 54 / 203 / 0.00273
multi-input combinational: 3276 / 29800 / 0.401
sequential: 1136 / 33700 / 0.453
tap: 2175 / 2720 / 0.0366
timing repair buffer: 492 / 4120 / 0.0554
Power figures rest on the tool's default switching activity, not on a simulated workload.
